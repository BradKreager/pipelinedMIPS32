[/design/flow/constraint.sdc]
current_design dmem

set clk_period 53.6
set clk_io_pct 0.2

create_clock -name clk0 -period $clk_period [get_ports {clk}]

set non_clock_inputs [all_inputs -no_clocks]
set_input_delay [expr $clk_period * $clk_io_pct] -clock clk0 $non_clock_inputs
set_output_delay [expr $clk_period * $clk_io_pct] -clock clk0 [all_outputs]
[/design/flow/design.v]
module dmem (
         input  wire        clk,
         input  wire        we,
         input  wire [5:0]  a,
         input  wire [31:0] d,
         output wire [31:0] q
       );
reg [31:0] ram [0:63];
reg [5:0] addr;
integer n;
initial
  begin
    for (n = 0; n < 64; n = n + 1)
      ram[n] = 32'hFFFFFFFF;
  end
always @ (posedge clk)
  begin
    if (we)
      ram[a] <= d;
  end
always @ (negedge clk)
  begin
    addr <= a;
  end
assign q = ram[a];
endmodule
[/design/flow/config.mk]
export PLATFORM = sky130hd
export DESIGN_NAME = dmem
export DESIGN_NICKNAME = dmem
export VERILOG_FILES = /design/flow/design.v
export SDC_FILE = /design/flow/constraint.sdc
export NUM_CORES = 4
export LEC_CHECK = 1
export CORE_UTILIZATION = 50
[/design/flow/run.sh]
#!/bin/bash
# OpenROAD 26Q1-2900-gdf79404cd8, Yosys 0.63+post, stock flow scripts
make -C /OpenROAD-flow-scripts/flow DESIGN_CONFIG=/design/flow/config.mk WORK_HOME=/design/flow/orfs finish
==> results_dict.tcl <==
# implementation run metrics
set metrics [dict create \
    status "finished, final reports clean" \
    antenna_found_initial 9 \
    finalSetupTns_ns 0 \
    setup_violations 0 \
    max-cap-violations 0 \
    wl_per_cell_um 34.6 \
    rows 144 \
    wl_mm 227 \
    stdcell_count 6576 \
    initCoreUtil_pct 50.6 \
    seq_area_frac_synth_pct 78.6 \
    clk_path_buf_depth 3 \
    post-cts-setup-buffers 0 \
    ys_cells 4207 \
    warnings 29 \
    whs_path_depth 1 \
    max_slew_margin_pct 4.04 \
    io_pins 72 \
    drive_above_1_share_pct 17.6 \
    die-area_sq_mm 0.158 \
    coreArea_sq_mm 0.155 \
    arrival_ns 16.02 \
    rsz0062_at_grt "false" \
    synth_top_area_share_pct 78.6 \
    root_buffer "clkbuf_16" \
    clkSinkCount 2048 \
    hold_path_class "in2reg" \
    synth.cell_area_sq_mm 0.0783 \
    drv_slew 0 \
    die_h_um 398 \
    routed_via_density 6.45 \
    synth.distinct_cells 55 \
    num_vias 42400 \
    grt_use_total_pct 32.7 \
    path_class "in2out" \
    synth-area-yosys_sq_mm 0.0783 \
    post_dp_cell_area_sq_mm 0.0821 \
    reg_top3 "ram (2048)" \
    gp_congestion 0.930 \
    drtIter0Drc 2966 \
    finalCritPeriodShare_pct 49.9 \
    io_buffers 71 \
    area_leaders "edfxtp_1 79%, mux2i_1 3.3%, mux4_2 2.8%, mux2_2 2.1%, a221oi_1 2.0%" \
    grt_max_degree 112 \
    dp_hpwl_mm 133 \
    synth_warnings 1 \
    cts_max_level 4 \
    ir_worst_vdd_mv 0.0370 \
    drt_first_pass_iters 8 \
    hp-start "d[9]" \
    critPathCaptureType "output port" \
    hold_buffers 0 \
    fill_cells 11300 \
    powerDensity_mw_per_mm2 37.2 \
    route.detailed.drc 0 \
    ant_nets 0 \
    netlist_instances 4207 \
    crit_fanout 45 \
    cts_resized 0 \
    tightest_slew_ns 1.44 \
    required_ns 42.88 \
    cts_tree "yes" \
    regMostFlops "ram" \
    synthArstFlopShare_pct 0 \
    max_freq_mhz 37.4 \
    clkTransAtPathRegs_ns 0.06 \
    final_hold_viol_count 0 \
    grt_first_pass_wirelength_mm 322 \
    dpl.cell_count 6206 \
    cts_buffers 201 \
    cp-startpoint "a[2]" \
    flop_cell "edfxtp_1" \
    startpoint_type "primary input" \
    globalRouteOverflowTotal 0 \
    syn_area_per_cell_sq_um 18.6 \
    die_x_um 398 \
    largest_reg_flops 2048 \
    grt_pass1_vias 44000 \
    top_area_cell "edfxtp_1" \
    power.leakage_uw 0.0281 \
    stdcell_area_sq_mm 0.0882 \
    fin_util_pct 57.0 \
    edf_count 2048 \
    numSynthFlops 2048 \
    fin_crit_ns 26.74 \
    area_delta_synth_final_pct 12.6 \
]
[worst paths after layout]
| check | endpoint | slack [ns] |
|---|---|---|
| max | q[6] | 26.86 |
| min | ram[20][9] | 10.18 |
[cell type report]
| cell class | instances | area [sq um] | share of cell area [%] |
|---|---|---|---|
| diodes | 5 | 12.5 | 0.0142 |
| repair buffers | 255 | 1950 | 2.21 |
| clock buffers | 261 | 5380 | 6.10 |
| clock inverters | 102 | 703 | 0.798 |
| flip-flops and latches | 2048 | 61500 | 69.7 |
| multi-input cells | 1859 | 16100 | 18.2 |
| well taps | 2044 | 2560 | 2.90 |
| inverters | 2 | 15.0 | 0.0170 |
[cell usage in the layout (no fill, tap or decap), drive strengths merged, types with 3 or more instances in the layout]
cell	synthesis	layout
nor4	14	14
o22ai	93	93
inv	2	6
o2bb2ai	15	15
a211oi	17	17
nor2b	8	8
nand3	54	54
a21oi	121	121
buf	129	217
nand2b	18	18
diode	0	5
clkdlybuf4s50	0	36
edfxtp	2048	2048
or3	4	4
a22o	66	66
and2	5	5
bufinv	0	8
mux4	96	96
nand2	28	28
mux2i	259	259
o22a	70	70
clkinv	0	89
a31oi	43	43
a22oi	188	188
o221ai	6	6
a2111oi	15	15
o21ai	85	85
a222oi	16	16
nor2	145	145
clkbuf	169	263
nand4	3	3
nor3	22	22
or4	15	15
or4b	14	14
a221oi	175	175
a221o	15	15
and3	85	85
mux2	147	147
[synthesized netlist by cell type (83+ instances only)]
cell      count
nor2_1      145
edfxtp_1   2048
mux2_2      147
mux2i_1     259
o22ai_1      93
a221oi_1    175
clkbuf_1    168
o21ai_0      84
a22oi_1     188
buf_2        83
mux4_2       96
and3_1       85
a21oi_1     121
[per-layer routing]
| metal | part of all wire, % | routed length (um) | vias to the layer above | GRT usage [%] |
|---|---|---|---|---|
| li1 | - | - | 17900 | - |
| met1 | 32 | 73700 | 21100 | 43.3 |
| met2 | 44 | 101000 | 3004 | 43.6 |
| met3 | 20 | 45500 | 368 | 27.6 |
| met4 | 2.8 | 6350 | 34 | 7.14 |
| met5 | 0.48 | 1100 | - | 4.93 |
[power by group]
part           internal [uW]  switching (uW)  total [uW]
logic                   55.1             133         188
clock network            741             578        1320
registers               1770            2.18        1780
total                   2570             713        3280
[logic make-up (layout without fill, tap and decap cells)]
group           Yosys count  count (layout)  synth area share, %
compound gates          933             933                 8.73
simple gates            424             424                 2.83
flops                  2048            2048                 78.6
other cells               0               5                    0
buf+inv                 300             620                 1.70
mux                     502             502                 8.19
[stage by stage]
stage	total power (uW)	hold WS, ns	setup slack (ns)
after floorplan	1890	10.82	30.05
after global placement	1990	11.02	26.65
after detailed placement	2000	11.01	26.88
after CTS	3300	10.17	26.87
after global routing	3370	10.18	26.61
final	3280	10.18	26.86
[worst max-delay path, cell delays in order]
cell             delay [ns]
buf_8                  0.31
buf_4                  0.60
buf_4                  0.68
buf_4                  0.64
nor3_2                 0.10
buf_4                  0.32
a22oi_1                0.21
a31oi_1                0.21
a2111oi_0              1.12
nand3_1                0.43
clkdlybuf4s50_1        0.53
Power is estimated from default activity; no workload was simulated.
