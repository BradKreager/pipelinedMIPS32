<file path="design/flow/design.v">
module clk_gen (
        input  wire clk100MHz,
        input  wire rst,
        output reg  clk_4sec,
        output reg  clk_5KHz
    );
    integer count1, count2;
	reg rst_pulse, pulsemem1, pulsemem2; 
	always @ (posedge clk100MHz) begin
		pulsemem1 <= rst;
		pulsemem2 <= pulsemem1;
		rst_pulse <= ~pulsemem2 & pulsemem1;
	end
    always @ (posedge clk100MHz) begin
        if (rst_pulse) begin
            count1 = 0;
            count2 = 0;
            clk_5KHz = 0;
            clk_4sec = 0;
        end
        else begin
            if (count1 == 200000000) begin
                clk_4sec = ~clk_4sec;
                count1 = 0;
            end
            if (count2 == 10000) begin
                clk_5KHz = ~clk_5KHz;
                count2 = 0;
            end
            count1 = count1 + 1;
            count2 = count2 + 1;            
        end
    end
endmodule
</file>
<file path="design/flow/run.sh">
#!/bin/bash
# OpenROAD 26Q1-2900-gdf79404cd8, Yosys 0.63+post, stock flow scripts
make -C /OpenROAD-flow-scripts/flow DESIGN_CONFIG=/design/flow/config.mk WORK_HOME=/design/flow/orfs finish
</file>
<file path="design/flow/config.mk">
export PLATFORM = sky130hd
export DESIGN_NAME = clk_gen
export DESIGN_NICKNAME = clk_gen
export VERILOG_FILES = /design/flow/design.v
export SDC_FILE = /design/flow/constraint.sdc
export NUM_CORES = 4
export LEC_CHECK = 1
export CORE_UTILIZATION = 40
</file>
<file path="design/flow/constraint.sdc">
current_design clk_gen

set clk_period 5.7
set clk_io_pct 0.2

create_clock -name clk0 -period $clk_period [get_ports {clk100MHz}]

set non_clock_inputs [all_inputs -no_clocks]
set_input_delay [expr $clk_period * $clk_io_pct] -clock clk0 $non_clock_inputs
set_output_delay [expr $clk_period * $clk_io_pct] -clock clk0 [all_outputs]
</file>
==> job_summary.md <==
### Metrics collected by this job

| Metric | Value |
|---|---|
| Distinct lib cells used | 43 |
| Post-CTS Setup Inserts | 0 |
| Routability cong. | 0.864 |
| Htree depth | 3 |
| GR peak layer | met2 |
| Reg2Reg Setup Slack | 3.32 ns |
| Slew Limit Fails | 0 |
| Crit path capture | count1[24] |
| Via-per-instance ratio | 5.56 |
| Seq/Total Area, Yosys | 0.416 |
| Ports | 4 |
| Fp util | 0.421 |
| Yosys chip area | 3320 µm² |
| RSZ-0062 raised after global routing | false |
| M3 GR Usage | 0.0364 |
| Final wirelength | 6500 µm |
| Root buffer cell | clkbuf_8 |
| Via count | 2,699 |
| Largest net degree at the start of global routing | 65 |
| Clock skew | 0.00651 ns |
| Worst slew pin tran | 0.732 ns |
| Number of global-route vias before repair | 2,465 |
| FF-to-FF End | count1[24] |
| Max Fclk | 420 MHz |
| VDD IR max | 0.132 mV |
| Die X | 93.2 µm |
| Crit end category | flop |
| Placed cell area | 3390 µm² |
| Synthesis warning total | 1 |
| Final setup violation count | 0 |
| 1st-pass router iterations | 4 |
| Congestion Overflow GR | 0 |
| I/O Buffers | 3 |
| Top cells by area | dfxtp_1 (42%), a21oi_1 (4.7%), o21ai_0 (3.8%), or4_1 (3.6%), xnor2_1 (3.4%) |
| FF-to-FF path depth | 5 |
| Critical Path AT | 2.64 ns |
| Number of routed nets with antenna violations | 0 |
| GR Util All Layers | 0.168 |
| Setup TNS | 0 ns |
| Wirelength per Cell | 13.4 µm |
| P&R area growth vs syn | 6.93% |
| Met2 Usage GRT | 0.260 |
| Yosys cell count | 386 |
| Latency at later pin | 0.33 ns |
| Crit path kind | flop to flop |
| DIE AREA | 8680 µm² |
| Synth Cell Area | 3320 µm² |
| Count of library flops with an enable pin | 0 |
| Row cnt | 32 |
| Outcome | completed |
| Min setup slack post-route | 3.32 ns |
| Async SR Flop Fraction | 0 |
| Slew HR | 0.507 |
| Global-route wire length before repair | 11,600 µm |
| Initial antenna violation count | 0 |
| CTS Sinks | 69 |
| Mapped Cells | 386 |
| Period utilization | 0.418 |
| Longest Clk Path Bufs | 2 |
| R2r startpoint | count1[0] |
| Crit path required time | 5.96 ns |
| DR iter-0 viols | 135 |
| Clock-pin slew on the worst setup and hold paths | 0.07 ns |
| Die height | 93.2 µm |
| Finished Layout Cells | 485 |
| Primary FF master, synth | dfxtp_1 |
| Tool warning count | 25 |
| Final hold viol count | 0 |
| Design Area, Final | 3550 µm² |
| CTS resizes | 0 |
| Min Clock Period, post-route | 2.38 ns |
| Synthesis-stage register bit count | 69 |
| Post-route DRC | 0 |
| Syn Area/Cell | 8.61 µm² |
| PD cells | 263 nW/µm² |
| Max-area cell share | 0.416 |
| Crit start category | flop |
| Max cap viols | 0 |
| Global-route track usage on met1 | 0.251 |
| TritonCTS clock tree | built |
| Ant diodes | 0 |
| Core ar. | 7890 µm² |
| Critical path fanouts, max | 15 |
| Min-Delay Path Class | flop to flop |
| Pre-CTS setup slack | 3.38 ns |
| Share of layout cells above drive strength 1 | 0.0888 |
| Leakage | 0.00110 µW |
| Placed cells | 471 |
| Pwr Total | 936 µW |
| Dpl hpwl | 4160 µm |
| Cell type with the largest total area after synthesis | dfxtp_1 |
| TritonCTS Buffers | 9 |
| Hold-fix buffers, CTS | 0 |
| Crit. Startpoint | count1[0] |
## cells in the mapped netlist, types with 2 or more instances
cell type / instances
nand3_2: 2
and3_1: 3
buf_6: 2
o21a_1: 3
o21ai_0: 25
or3_1: 16
buf_2: 5
mux2_2: 7
nand3_1: 18
ha_1: 2
buf_1: 3
inv_1: 12
clkbuf_1: 10
o31ai_1: 14
or2_2: 2
nand2_1: 17
or4_1: 16
a21oi_1: 31
nor4bb_1: 3
dfxtp_1: 69
mux2i_1: 5
and4_1: 4
nor3_1: 9
xnor2_1: 13
or4_4: 3
nor4_1: 17
xor2_1: 5
nor2_1: 28
a31o_2: 2
nor4b_1: 3
or4b_1: 2
nor2b_1: 8
nand4_1: 16
nand4_2: 2
## logic make-up (layout without fill, tap and decap cells)
logic type	Yosys count	in the layout	share of synthesized area
multiplexers	12	12	0.0388
AND/OR/NAND/NOR	172	172	0.308
XOR/XNOR	18	18	0.0474
buffers and inverters	34	31	0.0452
adder cells (fa/ha/maj)	2	2	0.00753
AND-OR/OR-AND	79	79	0.138
flip-flops	69	69	0.416
## metal layers
metal,wire (µm),vias up
met2,2810,27
met3,189,12
met4,130,0
met1,3370,1231
met5,0,-
li1,-,1429
## power breakdown
group          leakage [µW]  internal (µW)  switching (µW)  total (µW)
Combinational      0.000456           28.9            29.1        58.0
Sequential         0.000559            504            29.6         534
Clock             0.0000881            176             168         344
## worst max-delay path: stages, from the launching register on
cell and delay (ns):
dfxtp_1 0.41, ha_1 0.29, nand3_1 0.19, or4_1 0.79, or4_1 0.48, a21oi_1 0.15
## cell type report
type,instances,area [µm²]
Fill cell,755,4330
Multi-Input combinational cell,283,1790
Sequential cell,69,1380
Clock buffer,12,155
Tap cell,102,128
Inverter,13,48.8
Timing Repair Buffer,4,37.5
Clock inverter,2,10.0
## flip-flops by register name, indices dropped and copies added (netlist names)
register   count
pulsemem1      1
clk_4sec       1
count1        32
count2        32
pulsemem2      1
rst_pulse      1
clk_5KHz       1
## cell usage in the layout (no fill, tap or decap), drive strengths merged, types with 2 or more instances in the layout
cell	instances
nand2	17
ha	2
and4	4
nand4	18
nand3	20
nor2	28
o21a	3
and3	3
xnor2	13
a31o	2
a21oi	31
or4b	2
clkbuf	12
or4	19
clkdlybuf4s50	3
nor4b	3
nor2b	8
mux2i	5
inv	12
xor2	5
o31ai	14
or3	17
nor3	9
o21ai	25
clkinv	3
nor4	17
nor4bb	3
mux2	7
or2	2
dfxtp	69
## worst min path at each step
stage	slack (ns)	start	cells after the start	end
after CTS	0.35	pulsemem1	0	pulsemem2
after global routing	0.36	pulsemem1	0	pulsemem2
final	0.35	pulsemem1	0	pulsemem2
## metrics by stage
step	util	hold slack (ns)
5_1_grt	0.451	0.358
6_report	0.451	0.347
3_3_place_gp	0.430	0.334
3_5_place_dp	0.430	0.340
2_1_floorplan	-	0.324
4_1_cts	0.451	0.352
No activity file was given, so power comes from the tool's default toggle rates.
