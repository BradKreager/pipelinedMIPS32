`flow/run.sh`:
```
#!/bin/bash
# OpenROAD 26Q1-2900-gdf79404cd8, Yosys 0.63+post, stock flow scripts
make -C /OpenROAD-flow-scripts/flow DESIGN_CONFIG=/design/flow/config.mk WORK_HOME=/design/flow/orfs finish
```
`flow/config.mk`:
```
export PLATFORM = sky130hd
export DESIGN_NAME = addr_dec
export DESIGN_NICKNAME = addr_dec
export VERILOG_FILES = /design/flow/design.v
export SDC_FILE = /design/flow/constraint.sdc
export NUM_CORES = 4
export LEC_CHECK = 1
export CORE_AREA = 10 10 70 70
export DIE_AREA = 0 0 80 80
```
`flow/constraint.sdc`:
```
current_design addr_dec

set clk_period 3.0
set clk_io_pct 0.2

create_clock -name clk0 -period $clk_period

set non_clock_inputs [all_inputs -no_clocks]
set_input_delay [expr $clk_period * $clk_io_pct] -clock clk0 $non_clock_inputs
set_output_delay [expr $clk_period * $clk_io_pct] -clock clk0 [all_outputs]
```
`flow/design.v`:
```
`timescale 1ns / 1ps
module addr_dec(
    input we,
    input [31:0]a,
    output we_gpio,
    output we_fact,
    output we_mem,
    output [1:0]rd_sel
    );
    wire gpio_select = (a >= 32'h900) & (a <= 32'h90C);
    wire fact_select = (a >= 32'h800) & (a <= 32'h80C);
    assign we_gpio = ((gpio_select) & we) ? 1 : 0;
    assign we_fact = ((fact_select) & we) ? 1 : 0;
    assign we_mem =  ~gpio_select & ~fact_select & we ? 1 : 0;
    assign rd_sel[1] = ((fact_select | gpio_select));
    assign rd_sel[0] = (gpio_select);
endmodule
```
==> changes_impl.md <==
## Implementation

- Status: completed
- Tool warning count: 33
- Clk_buf instances: 0
- Cells after synthesis: 18
- Ports: 38
- CP endpoint kind: output pin
- Tcrit/Tclk final: between 90% and 100%
- Max Slew Vio Count: 0
- Tmin final: 2.86 ns
- Measured slew at the worst slew-check pin: 0.239 ns
- Hold buffer count at cts: 0
- Final HPWL DP: 1100 um
- Worst Setup Start Kind: input pin
- Met1 Use GR: 4.55%
- Number of global-route vias before repair: 350
- Max-cap viol count: 0
- Area Growth Syn to Fin: 311%
- Setup WS post-layout: 0.135 ns
- Chip area: 0.00640 mm^2
- Max Fclk: 349 MHz
- Final TNS setup: 0 ns
- Port Buffers: 38
- Final Cell Area: 612 um^2
- Min-Delay Path Depth: 3
- Init Core Util: 4.36%
- RSZ-0062 raised after global routing: true
- Power per cell area: 88.9 mW/mm^2
- Share of cells above drive strength 1: between 10% and 20%
- Drt wl/cell: approximately 11 um
- Cell Rows: 21
- Post-route ant nets: 0
- Min-delay worst type: input pin to output pin
- Core Region: about 0.0034 mm^2
- Syn Std Cell Area: about 150 um^2
- Total gr overflow: 0
- Vias: 314
- N_diodes: 0
- Final Routed Wirelength: 1170 um
- Worst path top cell family by delay: buffers and inverters
- Initial antenna violation count: 0
- Multi-input logic area: around 150 um^2
- Finished Core Util: 17.9%
- CP max stage cell: clkdlybuf4s50_1
- CP max stage delay: 0.42 ns
- CP required: about 2.4 ns
- Crit Path Max Fanout: 4
- Filler cells: just under 400
- GR Layer Usage met3: under 10%
- Post-synth seq share: 0%
- Endpoints failing hold: 0
- Top cell by count, worst path: clkdlybuf4s50_1
- Reg area: 0 um^2
- Total power draw: 54.4 uW
- FF+latch count: 0
- GRT Max-Usage Layer: met1
- Die width: around 80 um
- Count of final setup violators: 0
- Kind of critical path: input pin to output pin
- DP Area: 587 um^2
- Worst Hold Margin: 1.87 ns
- Worst hold endpoint: we_fact
- Slew headroom: 84.0%
- WP data arrival: 2.26 ns
- Syn Area/Cell: 8.27 um^2
- Yosys top cell by area: nor4_2
- GRT Util Overall: about 3.3%
- Yosys cell count: 18
- Syn. warnings: 0
- Global placement routability congestion: 0.833
- Buffers plus inverters on the worst setup path: 3
- Global-route wire length before repair: ~1700 um
- Vias/cell: 3.05
- Placed cells: 102
- Initial DRT Pass Iterations: 4
- Cell Type Count: 12
- Die Height: approximately 80 um
- Leakage: 0.225 nW
- Peak supply drop: 0.0310 mV
- Top cells by area, synth: nor4_2 25%, nor4_4 14%, nor4_1 13%
- Top-area cell type share of the netlist area: 25.2%
- Initial drt markers: 3
- Min-delay src: a[8]
- Dpl ws: 0.0764 ns
- Residual DRC: 0
- Largest net degree at the start of global routing: 6
- Met2 Use GR: 4.01%
- Crit-path cells: clkdlybuf4s50_1 > nor4_2 > nand4_2 > buf_4 > o21a_1 > clkdlybuf4s50_1
- Yosys chip area: 149 um^2
- Final non-filler cell total: 103
layout by cell type, fill, tap and decap left out:
cell              n
nor4_1            2
o211ai_1          1
dlymetal6s2s_1    2
inv_1             2
nor4b_2           1
nor4_2            4
clkdlybuf4s50_1  36
o21a_1            1
nor4_4            1
nor2_1            1
nor3_1            2
nand4_2           1
buf_4             2
nand4_1           1
worst max-delay path by stage:
| stage | cells after the start | from | to |
|---|---|---|---|
| after CTS | 5 | a[9] | we_gpio |
| after global routing | 6 | a[30] | rd_sel[1] |
| final | 6 | a[22] | we_mem |
per-layer routing:
layer | share of wire (%) | wire, um
met5 | 0 | 0
met4 | 0 | 0
met3 | 23 | 269
met2 | 28 | 330
met1 | 48 | 565
layout make-up:
type	count	area share, %
inverter	2	1.23
multi-input combinational	15	23.9
tap	46	9.41
timing repair buffer	40	65.4
kinds of logic after synthesis:
group	Yosys count	share of synthesized area (%)
AOI/OAI and AO/OA	2	10.1
buffers and inverters	3	10.1
and+or+nand+nor	13	79.8
power by group:
part	internal [mW]	switching (mW)
clock	0	0
sequential	0	0
combinational	0.0422	0.0122
cell usage after synthesis:
cell,count
buf_4,1
inv_1,2
nor4_1,3
nor2_1,1
nand4_1,1
nor4b_1,1
nor4_2,3
nand4_2,1
nor4_4,1
nor3_1,2
o21a_1,1
o211ai_1,1
timing repair:
item	in CTS	in global routing
setup endpoints to repair	0	4
gates resized	0	4
buffers inserted	0	1
Power figures rest on the tool's default switching activity, not on a simulated workload.
